--- ./design.v ---
module STATE(
    input   CLK, RST,
    input   SIG2HZ,
    input   MODE, SELECT, ADJUST,
    output  SECCLR, MININC, HOURINC,
    output  SECON, MINON, HOURON
);
reg [1:0] cur, nxt;
localparam NORM=2'b00, SEC=2'b01, MIN=2'b10, HOUR=2'b11;
assign SECCLR   = (cur==SEC) & ADJUST;
assign MININC   = (cur==MIN) & ADJUST;
assign HOURINC  = (cur==HOUR)& ADJUST;
assign SECCLR   = ~((cur==SEC) & SIG2HZ);
assign MININC   = ~((cur==MIN) & SIG2HZ);
assign HOURINC  = ~((cur==HOUR)& SIG2HZ);
always @( posedge CLK ) begin
    if( RST )
        cur <= NORM;
    else
        cur <= nxt;
end
always @* begin
    case( cur )
        NORM:   if (MODE)
                    nxt = SEC;
                else
                    nxt = NORM;
        SEC:    if (MODE)
                    nxt = NORM;
                else if(SELECT)
                    nxt = HOUR;
                else
                    nxt = SEC;
        MIN:    if (MODE)
                    nxt = NORM;
                else if (SELECT)
                    nxt = SEC;
                else
                    nxt = MIN;
        HOUR:   if (MODE)
                    nxt = NORM;
                else if(SELECT)
                    nxt = MIN;
                else
                    nxt = HOUR;
        default:nxt = 2'bxx;
    endcase
end
endmodule
--- ./run.sh ---
#!/bin/bash
# OpenROAD 26Q1-2900-gdf79404cd8, Yosys 0.63+post, stock flow scripts
make -C /OpenROAD-flow-scripts/flow DESIGN_CONFIG=/design/flow/config.mk WORK_HOME=/design/flow/orfs finish
--- ./config.mk ---
export PLATFORM = sky130hd
export DESIGN_NAME = STATE
export DESIGN_NICKNAME = STATE
export VERILOG_FILES = /design/flow/design.v
export SDC_FILE = /design/flow/constraint.sdc
export NUM_CORES = 4
export LEC_CHECK = 1
export CORE_AREA = 10 10 70 70
export DIE_AREA = 0 0 80 80
--- ./constraint.sdc ---
current_design STATE

set clk_period 1.6
set clk_io_pct 0.2

create_clock -name clk0 -period $clk_period [get_ports {CLK}]

set non_clock_inputs [all_inputs -no_clocks]
set_input_delay [expr $clk_period * $clk_io_pct] -clock clk0 $non_clock_inputs
set_output_delay [expr $clk_period * $clk_io_pct] -clock clk0 [all_outputs]
==> flow_summary.ini <==
; physical design summary
[power_and_ir_drop]
leakagePower_uw = 0.000123
p_per_area_nw_per_um2 = 800
finalPower_uw = 267
peakVddDrop_mv = 0.177

[min_path]
holdPathStages = 2
hold_start = cur[0]
hp-class = reg2reg

[final_layout]
utilization = 0.0978
areaGrowthSynthToFinish_pct = 66.9
largestRegisters = cur x4
final_area_sq_um = 334
largest-register = cur
largest_reg_flops = 4
drive_above_1_share = 0.129
n_fill_cell = 404

[synthesis]
yosysTopAreaCellShare = 0.400
top_cells_by_count = dfxtp_1 (4), buf_4 (3), mux2i_1 (3), nand2_1 (3), nor3_1 (2)
yosysCellCount = 22
yosys-top-cells-area = dfxtp_1 (40%), mux2i_1 (15%), buf_4 (11%)
yosysMostFrequentCell = dfxtp_1
synth_area_per_cell_sq_um = 9.10
synth-seq-area-share = 0.400
yosys_area_sq_um = 200
edf_count = 0
synth-main-ff-cell = dfxtp_1
ys.flops = 4
synth.distinct_cells = 12
synth_area_leader_cell = dfxtp_1
syn_inst = 22
synthArstFlopShare = 0
syn-cell-area_sq_um = 200
synth_warnings = 7

[floorplanning]
chip_area_sq_um = 6400
fp_util = 0.0586
die_w_um = 80
boundaryPins = 12
coreArea_sq_um = 3420
die_h_um = 80
rows = 21

[setup_path]
r2r_slack_ns = 0.70
r2r-start = cur[3]
worst_ep_required_time_ns = 1.28
startpoint_type = primary input
worstSetupPathType = in2out
cp_num_buf_inv = 2
critPathMaxStageDelay_ns = 0.47
crit_path_start = SIG2HZ
crit_path_top_delay_cell = clkdlybuf4s50_1
path_max_fanout = 3
cp_num_cells = 3
cp_top_family = buffers and inverters
cp-end-kind = output pin
critPathArrivalTime_ns = 1.10
reg2reg_depth = 2
cp_cell_sequence = dlygate4sd2_1 > nand2_1 > clkdlybuf4s50_1

[grt]
grt-ovfl-total = 0
antenna_found_initial = 0
grt_pass1_vias = 214
track_usage = 0.0190
grt_first_pass_wirelength_um = 876
grt_max_degree = 7

[drt]
viasPerCell = 2.27
ant_nets = 0
dr.first_iter.drc_count = 10
antenna_cells = 0
routed_wl_um = 536
wl_per_cell_um = 6.96
vias = 175
drc_errors = 0
dr.pass1.iters = 2

[cts]
cts_tree = done
htreeDepth = 1
clock_sinks = 4
postCtsHoldBufs = 0
cts.path.max_buffers = 2
clock-root-buffer = clkbuf_4
post_cts_buffers = 0
numCtsBuffers = 3
clkTransAtPathRegs_ns = 0.04
insertion_delay_ns = 0.24

[timing]
whs_ns = 0.498
rsz0062_at_grt = no
max_freq_mhz = 704
period_minus_slack_ns = 1.42
final-hold-violation-count = 0
drv_slew = 0
fin_skew_ns = 0.00196
fin_crit_sh = 0.888
final-setup-viol-count = 0

[placement]
placed_cell_area_sq_um = 313
gp_congestion = 0.686
io_buffers = 7

[job]
cap_violations = 0
warning_count = 26

[run_status]
outcome = complete, no violations
kinds of logic (layout without fill, tap and decap cells):
logic type	after synthesis	in the layout	synth area share
other	1	3	0.0187
and+or+nand+nor	8	8	0.200
muxes	3	3	0.150
buffers and inverters	4	11	0.131
DFF	4	4	0.400
AOI/OAI and AO/OA	2	2	0.100
report_power, final:
part,switching (uW),internal (uW)
Clock,45.5,84.2
Combinational,11.6,17.8
Sequential,3.29,105
Total,60.4,207
tightest hold or removal path: stages, from the launching register on:
cell	delay [ns]
dfxtp_1	0.30
nor2_1	0.08
o21bai_1	0.06
per-layer routing:
metal  track usage  part of all wire  vias to the layer above
met4       0.00352                 0                        0
met5             0                 0                        -
met1        0.0206              0.47                       73
li1              -                 -                       87
met3        0.0341              0.33                        0
met2        0.0152              0.21                       15
layout by cell type, fill, tap and decap left out, drive strengths merged:
cell / netlist / routed
a211oi: 1 / 1
clkbuf: 0 / 3
clkdlybuf4s50: 0 / 6
conb: 1 / 3
dfxtp: 4 / 4
dlygate4sd2: 0 / 1
inv: 1 / 1
mux2i: 3 / 3
nand2: 3 / 3
nor2: 1 / 1
nor2b: 1 / 1
nor3: 2 / 2
nor4b: 1 / 1
o21bai: 1 / 1
path summary, 6_finish.rpt:
path | end
min | cur[0]
min reg2reg | cur[0]
max | SECCLR
max reg2reg | cur[0]
timing repair:
item                                    in CTS  in global routing
endpoints found under the setup margin       3                  0
gates resized                                1                  0
endpoints found under the hold margin        0                  0
final cells by class:
class                      instances  area [sq um]  area share
multi-input combinational         16           101       0.303
inverter                           1          3.75      0.0112
sequential                         4          80.1       0.240
tap                               46          57.6       0.172
clock buffer                       3          22.5      0.0674
timing repair buffer               7          68.8       0.206
stage by stage:
stage / setup slack, ns / TNS [ns] / instances
global placement: -0.00852 / -0.0203 / 74
detailed placement: -0.0212 / -0.0509 / 74
CTS: 0.174 / 0 / 77
finish: 0.179 / 0 / 77
global route: 0.113 / 0 / 77
floorplan: 0.804 / 0 / 24
