## run.sh

```bash
#!/bin/bash
# OpenROAD 26Q1-2900-gdf79404cd8, Yosys 0.63+post, stock flow scripts
make -C /OpenROAD-flow-scripts/flow DESIGN_CONFIG=/design/flow/config.mk WORK_HOME=/design/flow/orfs finish
```

## config.mk

```make
export PLATFORM = sky130hd
export DESIGN_NAME = SEG7DEC
export DESIGN_NICKNAME = SEG7DEC
export VERILOG_FILES = /design/flow/design.v
export SDC_FILE = /design/flow/constraint.sdc
export NUM_CORES = 4
export LEC_CHECK = 1
export CORE_AREA = 10 10 70 70
export DIE_AREA = 0 0 80 80
```

## constraint.sdc

```tcl
current_design SEG7DEC

set clk_period 1.7
set clk_io_pct 0.2

create_clock -name clk0 -period $clk_period

set non_clock_inputs [all_inputs -no_clocks]
set_input_delay [expr $clk_period * $clk_io_pct] -clock clk0 $non_clock_inputs
set_output_delay [expr $clk_period * $clk_io_pct] -clock clk0 [all_outputs]
```

## design.v

```verilog
module SEG7DEC (
    input       [3:0] DIN,
    input             EN,
    output reg  [6:0] nHEX
);
always @* begin
    if( EN )
        case( DIN )
            4'h0:   nHEX = 7'b1000000;
            4'h1:   nHEX = 7'b1111001;
            4'h2:   nHEX = 7'b0100100;
            4'h3:   nHEX = 7'b0110000;
            4'h4:   nHEX = 7'b0011001;
            4'h5:   nHEX = 7'b0010010;
            4'h6:   nHEX = 7'b0000010;
            4'h7:   nHEX = 7'b1011000;
            4'h8:   nHEX = 7'b0000000;
            4'h9:   nHEX = 7'b0010000;
            default:nHEX = 7'b0000000;
        endcase
    else
        nHEX = 7'b1111111;
end 
endmodule
```

==> reports/metrics.csv <==
metric,value,unit
path_buffers,3,
power_density,183,mW/mm²
holdWs,1030,ps
io_pins,12,
hpwlAfterDp,466,µm
drt_iter0_drc,3,
grt_overflow,0,
first_pass_iters,4,
antenna_found_initial,0,
cpPeakStageDelay,250,ps
vias,258,
fp.dieW,80,µm
grt_usage,0.0205,
tightestPinTransition,231,ps
ys_cells,27,
status,"finished, final reports clean",
area_growth,138,%
synth_seq_share,0,
worstHoldPathType,in2out,
synth_area,183,µm²
fin_area,435,µm²
synth.top_cell.area_share,0.342,
io_buffers,12,
path_cells,clkdlybuf4s15_2 > buf_4 > ha_1 > a21oi_1 > o21ai_1 > dlygate4sd2_1,
tool_warnings,37,
gr-usage-met2,0.0361,
max_clock_freq,607,MHz
viasPerCell,2.80,
setup_viol,0,
leakage,0.187,nW
flops,0,
drt-wirelength-per-cell,7.72,µm
endpoint_kind,output port,
use_met1,0.0237,
cp_data_arrival_time,1310,ps
max-slew-margin-rel,0.846,
top_usage_layer,met2,
synth.avg_cell_area,6.77,µm²
ys_area,183,µm²
clockBufferCount,0,
critPathKind,in2out,
grt_pass1_wl,1160,µm
ant_nets,0,
core,0.00342,mm²
routed_wl,710,µm
syn_inst,27,
setup_tns,0,ps
drv_cap,0,
min_period,1650,ps
cp.required,1360,ps
grt_setup_unrepaired,true,
dieArea,0.00640,mm²
synth_top_cell_by_area,ha_1,
core_util_floorplan,0.0535,
fin_crit_sh,0.969,
timing.final.hold_violations,0,
peakVddDrop,0.0228,mV
die_y,80,µm
critPathTopFamily,buffers and inverters,
place_area,372,µm²
cp_slowest_cell,dlygate4sd2_1,
drc,0,
crit_path_max_fanout,3,
startpoint_type,input port,
grt_use_met3,0.00909,
regArea,0,µm²
synthDistinctLibCells,11,
antenna_cells,0,
yosysWarnings,1,
grt_pass1_vias,264,
row_count,21,
report.final.slew_viol_count,0,
grt_max_degree,9,
gp_congestion,0.684,
drive_gt1_frac,0.478,
top_cells_by_area,"ha_1 34%, o21ai_1 11%, nand2_1 10%",
[per-layer routing]
layer / vias to the layer above / wire length (µm)
li1: 129 / -
met1: 119 / 302
met2: 10 / 286
met3: 0 / 120
met4: 0 / 0
met5: - / 0
[power by group]
group          internal (mW)  switching, mW  total [mW]
sequential                 0              0           0
clock                      0              0           0
combinational         0.0441         0.0356      0.0797
total                 0.0441         0.0356      0.0797
[worst min-delay path, delay by kind of cell]
kind / cells / cell delay, ps
AND-OR/OR-AND: 1 / 70
buffers and inverters: 2 / 270
[final timing paths]
| path | slack [ps] | endpoint | cells past startpoint | start |
|---|---|---|---|---|
| worst max-delay path | 50 | nHEX[6] | 6 | DIN[1] |
| worst min-delay path | 1030 | nHEX[0] | 3 | DIN[3] |
[cell usage after synthesis]
cell type and n:
a21oi_1 3, nand3b_1 1, inv_1 3, o31ai_1 1, ha_1 5, o21ai_1 4, o211ai_1 1, buf_6 1
nor2b_4 1, nand2_1 5, nor2_1 2
[through the flow]
stage	std cells	utilization	setup WS (ps)	total power, mW
after CTS	92	0.123	14.4	0.0757
after detailed placement	87	0.109	-601	0.0713
after floorplan	27	-	509	0.0249
final	92	0.127	52.9	0.0797
after global routing	92	0.127	-5.26	0.0894
after global placement	87	0.109	-604	0.0706
[area by class of cell]
type / instances / area [µm²]
fillers: 397 / 2980
well taps: 46 / 57.6
inverters: 3 / 13.8
repair buffers: 20 / 159
multi-input cells: 23 / 205
[cells in the final DEF (no fill, tap or decap), drive strengths merged]
cell type	count
o31ai	1
dlygate4sd2	4
o211ai	1
clkdlybuf4s15	2
nand3b	1
inv	3
ha	5
nor2b	1
clkbuf	2
dlymetal6s2s	1
nand2	5
buf	11
a21oi	3
o21ai	4
nor2	2
[logic make-up after synthesis]
| kind of cell | Yosys count | share of synthesized area |
|---|---|---|
| simple gates | 9 | 0.260 |
| fa+ha+maj | 5 | 0.342 |
| buf+inv | 4 | 0.123 |
| compound gates | 9 | 0.274 |
[what timing repair did]
item | CTS | global route
pin swaps | 1 | 2
cloned | 1 | 0
gates resized | 29 | 9
hold buffers | 0 | 0
buffers inserted | 4 | 0
endpoints found under the setup margin | 7 | 4
Power is estimated from default activity; no workload was simulated.
