**flow/run.sh**
```bash
#!/bin/bash
# OpenROAD 26Q1-2900-gdf79404cd8, Yosys 0.63+post, stock flow scripts
make -C /OpenROAD-flow-scripts/flow DESIGN_CONFIG=/design/flow/config.mk WORK_HOME=/design/flow/orfs finish
```
**flow/config.mk**
```make
export PLATFORM = sky130hd
export DESIGN_NAME = CNT1SEC
export DESIGN_NICKNAME = CNT1SEC
export VERILOG_FILES = /design/flow/design.v
export SDC_FILE = /design/flow/constraint.sdc
export NUM_CORES = 4
export LEC_CHECK = 1
export CORE_UTILIZATION = 30
```
**flow/constraint.sdc**
```tcl
current_design CNT1SEC

set clk_period 3.3
set clk_io_pct 0.2

create_clock -name clk0 -period $clk_period [get_ports {CLK}]

set non_clock_inputs [all_inputs -no_clocks]
set_input_delay [expr $clk_period * $clk_io_pct] -clock clk0 $non_clock_inputs
set_output_delay [expr $clk_period * $clk_io_pct] -clock clk0 [all_outputs]
```
**flow/design.v**
```verilog
module CNT1SEC(
    input   CLK, RST,
    output  EN1HZ,
    output  reg SIG2HZ
);
reg [25:0] cnt;
always @( posedge CLK )begin
    if (RST)
        cnt <= 26'b0;
    else if  (EN1HZ)
        cnt <= 26'b0;
    else
        cnt <= cnt + 1'b1;
end
assign EN1HZ = (cnt==26'd49_999_999);
wire cnt37499999 = (cnt==26'd37_499_999);
wire cnt24999999 = (cnt==26'd24_999_999);
wire cnt12499999 = (cnt==26'd12_499_999);
always @(posedge CLK) begin
    if(RST)
        SIG2HZ <= 1'b0;
    else if ( cnt12499999 | cnt24999999 | cnt37499999 | EN1HZ )
        SIG2HZ <= ~SIG2HZ;
end
endmodule
```
==> Slide: Implementation Results <==
Run Summary

Run status
  – Status: finished clean

Synthesis
  – Logic family by area: simple AND/OR/NAND/NOR gates
  – Max-area cell share: 0.392
  – Mux contribution to synthesized area: 0
  – Synth Register Bits: 27
  – Library cells used by synthesis: 36
  – Yosys Instances: approximately 160
  – YS warnings: 1
  – Yosys aoi share: 0.0200
  – Syn avg cell area: around 8.6 µm²
  – Post-synth top area cell: dfxtp_1
  – Gate Count Post-Synth: between 150 and 200
  – Sequential fraction of the synthesis area: 0.392
  – Yosys xor share: 0.146
  – Synth top area cells: dfxtp_1 (39%), xor2_1 (11%), nor2_1 (9.0%)
  – Simple share: 0.374
  – Mapped Area: about 1400 µm²
  – Yosys stat area: about 1400 µm²
  – Adder-cell share of the synthesized area: 0.00907

Pwr
  – Power Internal: 420 µW
  – Leak pwr: between 0.4 and 0.5 nW
  – Net Sw Frac: 0.208
  – Sw Pwr: between 100 and 150 µW
  – Combinational share of power: 0.024
  – Clk pwr share: 0.350
  – Pwr/cell area: around 360 nW/µm²
  – VDD IR-drop max: between 0.0001 and 0.00015 V
  – Sequential share of power: 0.626

Flow run
  – MaxCap Viol Count: 0
  – Log Warnings: 25

Critical path
  – Critical-path cell list: ha_1 -> nand4_1 -> or2_2 -> nor3_2 -> clkdlybuf4s50_1
  – CP peak stage delay: around 0.47 ns
  – CP max-delay cell: clkdlybuf4s50_1
  – CP delay by family, top: simple AND/OR/NAND/NOR gates
  – Crit Path Class: flip-flop to output port
  – R2R Setup Slk: 1.26 ns
  – Startpoint types: flip-flop
  – CP Capture Type: output port
  – CP arrival: roughly 2.1 ns
  – Crit-path max FO: 6
  – Critical path buffers and inverters: 1
  – Crit path DRT: between 2 and 3 ns

Clocking
  – Hold buffers post-CTS: 0
  – CTS tree: built
  – CTS Root Cell: clkbuf_8
  – Clk slew on worst S/H paths: 0.09 ns
  – Post-cts gate resize count: 0
  – Sink Count: 27
  – Clock buffer depth: 2
  – Clock latency on the worst-skew pair: roughly 0.27 ns
  – H-tree depth: 1
  – Postcts setup bufs: 0
  – Num CTS Buffers: 3

Route
  – Vias per inst: 5.08
  – Routed vias: roughly 1100
  – WL per Instance: 12.2 µm
  – Routed wire length: between 2 and 3 mm
  – Met1 Wirelength: approximately 1.3 mm
  – DRT antenna net count: 0
  – DRT Pass-1 Iters: 4
  – DRC: 0
  – Met2 wire length: around 1.2 mm
  – Top sig layer: met4
  – ANT cells: 0
  – Metal3 WL: between 60 and 70 µm
  – 1st-iter DRT viols: 126

Cells and area
  – Commonest Layout Cell: nor2_1
  – Layout fillers: 459
  – Top Layout Cells: nor2_1 (33), dfxtp_1 (27), xor2_1 (17), nand4_1 (12), nand3_1 (12)
  – Synth-to-Final Area Change: 5.63%
  – Share of post-route cells with drive strength above 1: 0.0683

Final timing
  – Min Tclk post-route: 2.75 ns
  – Final Setup Violations: 0
  – Worst slew pin tran: around 0.79 ns
  – Worst slew margin: 0.467
  – Final Max Slew Viols: 0
  – Setup TNS: 0 ns
  – Period utilisation layout: 0.835
  – F_max: ~360 MHz
  – RSZ-0062 raised after global routing: false
  – Worst Slack Setup Final: approximately 0.55 ns
  – Layout Skew: between 0.003 and 0.004 ns
  – Fin. Hold Viols: 0

Placement
  – Detailed placement HPWL: roughly 1.9 mm
  – Place WS: 0.842 ns
  – Port bufs: 3
  – RD Place Congestion: a little under 0.9

Floorplan
  – Rows: 24
  – Chip area: about 4900 µm²
  – Core area: between 4000 and 5000 µm²
  – Core Density at Floorplan: 0.314
  – Die width: between 60 and 70 µm
  – # IOs: 4
  – Die Ht: between 60 and 70 µm

Global route
  – Initial antenna violation count: 0
  – Tot GR Track Use: 0.113
  – Vias in the first global route: around 990
  – GR Overflow Total: 0
  – First-pass GRT wire length: 4.53 mm
  – Pin count of the biggest net entering global routing: 27

Min path
  – Min-Delay Path Class: flip-flop to flip-flop
[layout make-up]
type	instances	area [µm²]	area share
inverter	3	11.3	0.00773
multi-input combinational	123	757	0.520
clock buffer	4	45.0	0.0309
tap	52	65.1	0.0447
timing repair buffer	4	37.5	0.0258
sequential	27	541	0.371
[per-stage QoR]
stage | hold WS, ns | utilization | std cells | area, µm² | power [mW]
after detailed placement | 0.462 | 0.322 | 209 | 1410 | 0.353
after CTS | 0.483 | 0.332 | 213 | 1460 | 0.539
after floorplan | 0.438 | - | 160 | 1380 | 0.354
final | 0.475 | 0.332 | 213 | 1460 | 0.531
after global routing | 0.509 | 0.332 | 213 | 1460 | 0.551
after global placement | 0.454 | 0.322 | 209 | 1410 | 0.353
[power groups by stage]
stage / Combinational [mW] / Sequential, mW / Clock, mW
CTS: 0.0130 / 0.332 / 0.193
global route: 0.0150 / 0.333 / 0.203
finish: 0.0127 / 0.332 / 0.186
[cell families (layout without fill, tap and decap cells)]
kind of cell	Yosys count	in the layout
buf+inv	10	11
flops	27	27
xor+xnor	23	23
fa+ha+maj	1	1
compound gates	4	4
simple gates	95	95
[flip-flops by register name, indices dropped and copies added (netlist names)]
register	flops
cnt	26
SIG2HZ	1
[path summary, 6_finish.rpt]
| path | depth (start not counted) | end | startpoint |
|---|---|---|---|
| worst max-delay path | 5 | EN1HZ | cnt[0] |
| worst min-delay path | 1 | cnt[0] | cnt[0] |
| worst max register to register | 6 | cnt[22] | cnt[0] |
| worst min register to register | 1 | cnt[0] | cnt[0] |
[synth_stat cells (all sizes together)]
library cell and instances:
nor2 34, dfxtp 27, xor2 17, nand3 12
nand4 12, nand2 8, buf 6, xnor2 6
and3 4, nor3 4, nor4 4, inv 3
or3 3, and2 2, and4 2, nand4b 2
or2 2, a2111oi 1, a21oi 1, clkbuf 1
ha 1, nand2b 1, nand3b 1, nor2b 1
nor4b 1, nor4bb 1, o21ai 1, o31a 1
or4b 1
[worst reg2reg max path, delay by kind of cell (launching register included)]
| kind | cells | cell delay, ns |
|---|---|---|
| and+or+nand+nor | 4 | 1.13 |
| xor gates and xnor gates | 1 | 0.19 |
| adders and majority gates | 1 | 0.23 |
| DFF | 1 | 0.39 |
[per-layer routing]
layer | global-route usage | up-vias
met3 | 0.0162 | 5
met4 | 0.0178 | 0
li1 | - | 554
met5 | 0 | -
met2 | 0.174 | 18
met1 | 0.172 | 506
No activity file was given, so power comes from the tool's default toggle rates.
